==> flow/design.v <==
module handshake_sync0 #(parameter DATA_W = 32)(
    input  logic clk_a,
    input  logic rst_a,
    input  logic valid_a,
    input  logic [DATA_W-1:0] data_a,
    output logic ready_a,
    input  logic clk_b,
    input  logic rst_b,
    input  logic ready_b,
    output logic valid_b,
    output logic [DATA_W-1:0] data_b
);  
    logic req_a;
    logic ack_a;
    always_ff @(posedge clk_a) begin
        if (rst_a) begin
            req_a <= 0;
        end else begin
            if (valid_a && ready_a)  
                req_a <= 1;
            else if (ack_a)         
                req_a <= 0;
        end
    end
    assign ready_a = !req_a;
    wire req_b;
    (* ASYNC_REG = "TRUE" *) logic ff1, ff2;
    always_ff @(posedge clk_b) begin
        if (rst_b) begin
            ff1 <= '0;
            ff2 <= '0;
        end else begin 
            ff1 <= req_a;
            ff2 <= ff1;
        end
    end
    assign req_b = ff2;
    logic ack_b;
    always_ff @(posedge clk_b) begin
        if (rst_b) begin
            ack_b  <= 0;
            valid_b <= 0;
            data_b <= '0;
        end else begin
            if (req_b && !ack_b) begin
                data_b  <= data_a;
                valid_b <= 1;
            end
            if (valid_b && ready_b) begin
                valid_b <= 0;
                ack_b   <= 1;
            end
            if (!req_b)
                ack_b <= 0;
        end
    end
    (* ASYNC_REG = "TRUE" *) logic ff3, ff4;
    always_ff @(posedge clk_a) begin
        if (rst_a) begin
            ff3 <= '0;
            ff4 <= '0;
        end else begin
            ff3 <= ack_b;
            ff4 <= ff3;
        end
    end
    assign ack_a = ff4;
endmodule
module handshake_sync1 #(parameter DATA_W = 32) (
    input  logic clk_a,
    input  logic rst_a,
    input  logic req_a,
    output logic ack_a,
    input  logic clk_b,
    input  logic rst_b,
    output logic req_b,
    input  logic ack_b
);
    (* ASYNC_REG = "TRUE" *) logic ff1, ff2;
    always_ff @(posedge clk_b) begin
        if (rst_b) begin
            ff1 <= '0;
            ff2 <= '0;
        end else begin
            ff1 <= req_a;
            ff2 <= ff1;
        end
    end
    assign req_b = ff2;
    (* ASYNC_REG = "TRUE" *) logic ff3, ff4;
    always_ff @(posedge clk_a) begin
        if (rst_a) begin
            ff3 <= '0;
            ff4 <= '0;
        end else begin
            ff3 <= ack_b;
            ff4 <= ff3;
        end
    end
    assign ack_a = ff4;
endmodule
==> flow/run.sh <==
#!/bin/bash
# OpenROAD 26Q1-2900-gdf79404cd8, Yosys 0.63+post, stock flow scripts
make -C /OpenROAD-flow-scripts/flow DESIGN_CONFIG=/design/flow/config.mk WORK_HOME=/design/flow/orfs finish
==> flow/config.mk <==
export PLATFORM = sky130hd
export DESIGN_NAME = handshake_sync0
export DESIGN_NICKNAME = handshake_sync0
export VERILOG_FILES = /design/flow/design.v
export SDC_FILE = /design/flow/constraint.sdc
export NUM_CORES = 4
export LEC_CHECK = 1
export CORE_UTILIZATION = 30
==> flow/constraint.sdc <==
current_design handshake_sync0

set clk_period 1.7
set clk_io_pct 0.2

create_clock -name clk0 -period $clk_period [get_ports {clk_a}]
create_clock -name clk1 -period $clk_period [get_ports {clk_b}]

set non_clock_inputs [all_inputs -no_clocks]
set_input_delay [expr $clk_period * $clk_io_pct] -clock clk0 $non_clock_inputs
set_output_delay [expr $clk_period * $clk_io_pct] -clock clk0 [all_outputs]
==> flow_summary.html <==
<h3>Flow metrics</h3>
<table>
<tr><th>Metric</th><th>Value</th></tr>
<tr><th colspan="2">Hold path</th></tr>
<tr><td>Number of stages on the worst hold path</td><td>1</td></tr>
<tr><td>Worst Hold Class</td><td>reg -&gt; reg</td></tr>
<tr><td>Launch point of the worst hold path</td><td>ff4$_SDFF_PP0_</td></tr>
<tr><td>Endpoint, Worst Hold</td><td>req_a$_SDFFE_PP0P_</td></tr>
<tr><th colspan="2">Die</th></tr>
<tr><td>Initial standard-cell utilization of the core</td><td>0.314</td></tr>
<tr><td>Die extent in x</td><td>78.4 um</td></tr>
<tr><td>Total die size</td><td>0.00615 sq mm</td></tr>
<tr><td>Std-Cell Rows</td><td>27</td></tr>
<tr><td>Count of pins on the block boundary</td><td>72</td></tr>
<tr><td>Area of the core</td><td>0.00557 sq mm</td></tr>
<tr><td>Overall die height</td><td>78.4 um</td></tr>
<tr><th colspan="2">Logic synthesis</th></tr>
<tr><td>Tally of yosys warning messages</td><td>1</td></tr>
<tr><td>Number of cell instances after yosys synthesis</td><td>164</td></tr>
<tr><td>Number of instances in the synthesized netlist</td><td>164</td></tr>
<tr><td>Yosys synthesis chip area</td><td>0.00175 sq mm</td></tr>
<tr><td>Post-synthesis register bit count</td><td>39</td></tr>
<tr><td>Biggest area cells</td><td>dfxtp_1, nand4bb_1, nand2b_1, o21ai_2, buf_6</td></tr>
<tr><td>Number of distinct library cell variants in the gate-level netlist after synthesis</td><td>17</td></tr>
<tr><td>Largest type area fraction</td><td>0.445</td></tr>
<tr><td>Synthesized area divided by synthesized cell count</td><td>10.7 sq um</td></tr>
<tr><td>Post-synthesis instance area</td><td>0.00175 sq mm</td></tr>
<tr><td>Cell taking the most area after synthesis</td><td>dfxtp_1</td></tr>
<tr><td>Share of the yosys chip area belonging to registers</td><td>0.445</td></tr>
<tr><th colspan="2">Setup path</th></tr>
<tr><td>Category of the critical setup timing path</td><td>reg -&gt; out</td></tr>
<tr><td>Worst reg2reg startpoint</td><td>ack_b$_SDFFE_PP0P_</td></tr>
<tr><td>Biggest cell delay along the critical path</td><td>0.47 ns</td></tr>
<tr><td>Maximum fanout along the worst path</td><td>4</td></tr>
<tr><td>Number of buffers and inverters on the critical path</td><td>1</td></tr>
<tr><td>Worst reg2reg path endpoint</td><td>data_b[22]$_SDFFE_PP0P_</td></tr>
<tr><td>Largest delay contributor family on the critical path</td><td>buffers and inverters</td></tr>
<tr><td>WP data required</td><td>1.36 ns</td></tr>
<tr><td>Slowest cell on crit path</td><td>clkdlybuf4s50_1</td></tr>
<tr><td>Arrival @ worst endpoint</td><td>1.12 ns</td></tr>
<tr><td>Worst-path cell chain</td><td>clkdlybuf4s50_1</td></tr>
<tr><td>Cell count of the worst reg-to-reg path</td><td>2</td></tr>
<tr><td>Worst reg2reg setup slack</td><td>0.46 ns</td></tr>
<tr><td>Category of the worst setup path launch point</td><td>flop</td></tr>
<tr><td>Endpoint kind of the worst setup timing path</td><td>output port</td></tr>
<tr><th colspan="2">Pwr</th></tr>
<tr><td>Worst ir drop on vdd</td><td>0.000373 V</td></tr>
<tr><td>Cell leakage power</td><td>0.875 nW</td></tr>
<tr><td>Final Power</td><td>1.93 mW</td></tr>
<tr><td>Power Density</td><td>741 mW/mm^2</td></tr>
<tr><th colspan="2">Final timing</th></tr>
<tr><td>Clock Skew</td><td>0.00251 ns</td></tr>
<tr><td>Final-layout setup total negative slack</td><td>0 ns</td></tr>
<tr><td>RSZ-0062 raised after global routing</td><td>false</td></tr>
<tr><td>Worst-Margin Slew</td><td>0.593 ns</td></tr>
<tr><td>Worst hold slack across all endpoints</td><td>0.410 ns</td></tr>
<tr><td>Final number of hold-violating endpoints</td><td>0</td></tr>
<tr><td>Count of endpoints failing setup in the final report</td><td>0</td></tr>
<tr><td>Number of max-slew violations in the final report</td><td>0</td></tr>
<tr><td>Worst-case setup margin in the final layout</td><td>0.243 ns</td></tr>
<tr><td>Remaining max-slew budget at the tightest pin</td><td>0.605</td></tr>
<tr><th colspan="2">GRT</th></tr>
<tr><td>Global-route wire length before repair</td><td>6.28 mm</td></tr>
<tr><td>Total routing usage reported by global routing</td><td>0.132</td></tr>
<tr><td>Grt ovf</td><td>0</td></tr>
<tr><td>Number of antenna violations at the first check in global routing</td><td>0</td></tr>
<tr><td>Via count of the first global-routing pass</td><td>1335</td></tr>
<tr><td>Largest net degree at the start of global routing</td><td>70</td></tr>
<tr><th colspan="2">Run</th></tr>
<tr><td>Max-cap violation count</td><td>0</td></tr>
<tr><td>Number of warning messages in the logs</td><td>26</td></tr>
<tr><th colspan="2">Clock network</th></tr>
<tr><td>CTS tree</td><td>yes</td></tr>
<tr><td>Sink count of the clock tree</td><td>39</td></tr>
<tr><td>Count of buffers added by post-CTS timing repair for setup</td><td>0</td></tr>
<tr><td>Number of cells upsized or downsized after cts</td><td>0</td></tr>
<tr><td>CTS Hold Bufs</td><td>0</td></tr>
<tr><td>Clock transition at path regs</td><td>0.06 ns</td></tr>
<tr><th colspan="2">Cells and area</th></tr>
<tr><td>Syn-to-layout area delta</td><td>48.5%</td></tr>
<tr><td>Share of post-route cells with drive strength above 1</td><td>0.151</td></tr>
<tr><td>Fillers</td><td>555</td></tr>
<tr><td>Comb area</td><td>875 sq um</td></tr>
<tr><td>Final standard cell count with taps included and fillers excluded</td><td>304</td></tr>
<tr><td>Commonest non-fill, non-tap cells in the layout</td><td>clkdlybuf4s50_1, dfxtp_1, nand2b_1, nand4bb_1, o21ai_2</td></tr>
<tr><td>Most common cell after layout, fill and taps aside</td><td>clkdlybuf4s50_1</td></tr>
<tr><td>Sequential cell area</td><td>781 sq um</td></tr>
<tr><th colspan="2">Drt</th></tr>
<tr><td>Average vias per placed instance</td><td>4.64</td></tr>
<tr><td>Initial detailed-routing violation count</td><td>50</td></tr>
<tr><td>Number of nets with antenna violations after routing</td><td>0</td></tr>
<tr><td>WL final</td><td>3.96 mm</td></tr>
<tr><td>Number of DRC violations after detailed routing</td><td>0</td></tr>
<tr><td>ANT cells</td><td>0</td></tr>
<tr><td>Routed length per placed instance</td><td>13.0 um</td></tr>
<tr><td>Vias</td><td>1410</td></tr>
<tr><td>Number of detailed-routing iterations run before antenna repair</td><td>4</td></tr>
<tr><th colspan="2">Place</th></tr>
<tr><td>Quantity of I/O buffers inserted on ports</td><td>70</td></tr>
<tr><td>Hpwl dp</td><td>2.29 mm</td></tr>
<tr><td>Dpl ws</td><td>0.446 ns</td></tr>
<tr><td>Final RePlAce weighted congestion</td><td>0.679</td></tr>
<tr><td>Post-Place Cells</td><td>293</td></tr>
<tr><th colspan="2">Status</th></tr>
<tr><td>Outcome</td><td>finished, final reports clean</td></tr>
</table>
## flip-flops by register name (all words and copies together) (netlist names)
register / cells
ack_b: 1
data_b: 32
ff1: 1
ff2: 1
ff3: 1
ff4: 1
req_a: 1
valid_b: 1
## where the power goes
part | internal [mW] | total [mW] | switching [mW]
Combinational | 0.152 | 0.219 | 0.0668
Sequential | 0.940 | 0.954 | 0.0135
Clock | 0.438 | 0.757 | 0.319
Total | 1.53 | 1.93 | 0.399
## per-layer routing
metal,global-route usage,routed length [um],vias to the layer above
met1,0.191,1880,636
met4,0.0204,26,0
met5,0,0,-
met3,0.0449,276,4
met2,0.197,1780,46
li1,-,-,724
## final cells by class
| cell class | instances | share of cell area |
|---|---|---|
| multi-input cells | 108 | 0.336 |
| flip-flops and latches | 39 | 0.300 |
| repair buffers | 73 | 0.281 |
| clock buffers | 10 | 0.0452 |
| well taps | 72 | 0.0346 |
| clock inverters | 1 | 0.00192 |
| inverters | 1 | 0.00144 |
## stage by stage
stage / area, sq um / utilization
finish: 2600 / 0.467
global route: 2600 / 0.467
CTS: 2600 / 0.467
detailed placement: 2480 / 0.445
global placement: 2480 / 0.445
floorplan: 1750 / -
## cells in the mapped netlist (all sizes together)
cell type  number
a211oi          1
a21o            1
a21oi           1
and2b           1
buf             7
clkbuf          9
dfxtp          39
inv             1
nand2b         32
nand4bb        32
nor2            3
nor2b           3
nor3b           2
o21ai          32
## cells by family (layout without fill, tap and decap cells)
| family | Yosys count | after routing | synth area share |
|---|---|---|---|
| simple gates | 73 | 73 | 0.351 |
| flops | 39 | 39 | 0.445 |
| buf+inv | 17 | 85 | 0.0557 |
| compound gates | 35 | 35 | 0.148 |
## worst max-delay path by stage
| stage | from | to | slack [ns] | cells after the start |
|---|---|---|---|---|
| 4_1_cts | valid_b$_SDFFE_PP0P_ | valid_b | 0.22 | 1 |
| 5_1_grt | valid_b$_SDFFE_PP0P_ | valid_b | 0.19 | 1 |
| 6_report | valid_b$_SDFFE_PP0P_ | valid_b | 0.24 | 1 |
Power is estimated from default activity; no workload was simulated.
