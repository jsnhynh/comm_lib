==> flow/design.v <==
module pulse_sync (
    input  logic clk_a,
    input  logic rst_a,
    input  logic a,
    input  logic clk_b,
    input  logic rst_b,
    output logic b
);
    logic toggle_a;
    always_ff @(posedge clk_a) begin
        if (rst_a) begin
            toggle_a <= '0;
        end else  begin
            toggle_a <= (a)? ~toggle_a : toggle_a;
        end
    end
    (* ASYNC_REG = "TRUE" *) logic ff1, ff2;
    logic ff3;
    always_ff @(posedge clk_b) begin
        if (rst_b) begin
            ff1 <= '0;
            ff2 <= '0;
            ff3 <= '0;
        end else begin
            ff1 <= toggle_a;
            ff2 <= ff1;
            ff3 <= ff2;
        end
    end
    assign b = ff2 ^ ff3;
endmodule
==> flow/run.sh <==
#!/bin/bash
# OpenROAD 26Q1-2900-gdf79404cd8, Yosys 0.63+post, stock flow scripts
make -C /OpenROAD-flow-scripts/flow DESIGN_CONFIG=/design/flow/config.mk WORK_HOME=/design/flow/orfs finish
==> flow/config.mk <==
export PLATFORM = sky130hd
export DESIGN_NAME = pulse_sync
export DESIGN_NICKNAME = pulse_sync
export VERILOG_FILES = /design/flow/design.v
export SDC_FILE = /design/flow/constraint.sdc
export NUM_CORES = 4
export LEC_CHECK = 1
export CORE_AREA = 10 10 70 70
export DIE_AREA = 0 0 80 80
==> flow/constraint.sdc <==
current_design pulse_sync

set clk_period 1.2
set clk_io_pct 0.2

create_clock -name clk0 -period $clk_period [get_ports {clk_a}]
create_clock -name clk1 -period $clk_period [get_ports {clk_b}]

set non_clock_inputs [all_inputs -no_clocks]
set_input_delay [expr $clk_period * $clk_io_pct] -clock clk0 $non_clock_inputs
set_output_delay [expr $clk_period * $clk_io_pct] -clock clk0 [all_outputs]
==> impl_metrics.sql <==
-- flow metrics import
INSERT INTO impl_metrics (metric_group, metric, value, unit) VALUES
('logic_synthesis', 'ys_seq_share', '66.7', '%'),
('logic_synthesis', 'postSynthAreaPerCell', '12.0', 'µm²'),
('power_and_ir_drop', 'ir_drop', '0.000171', 'V'),
('critical_path', 'reg2reg_to', 'ff3', ''),
('critical_path', 'rr_startpoint', 'ff2', ''),
('global_routing', 'track_usage', '1.14', '%'),
('cells_and_area', 'final_cells', '65', ''),
('die', 'die_w', '80', 'µm'),
('logic_synthesis', 'area_fraction_in_mux_cells', '0', '%'),
('clock_tree', 'cts_made_buffers', '3', ''),
('clock_tree', 'tritoncts', 'done', ''),
('die', 'num_rows', '21', ''),
('global_routing', 'maximum_number_of_pins_on_one_net_before_global_route_repair', '4', ''),
('timing', 'slew_headroom', '92.3', '%'),
('place', 'gpl.final_weighted_congestion', '0.657', ''),
('critical_path', 'reg2reg_slack', '540', 'ps'),
('logic_synthesis', 'synth_cells', '10', ''),
('logic_synthesis', 'synth.ff_latch_count', '4', ''),
('logic_synthesis', 'yosys_warnings', '1', ''),
('power_and_ir_drop', 'tot_pwr', '345', 'µW'),
('min_path', 'hold_path.class', 'reg -> reg', ''),
('global_routing', 'antenna_violations_before_repair', '0', ''),
('critical_path', 'critical_path_maximum_fanout', '1', ''),
('timing', 'hold_viol_final', '0', ''),
('clock_tree', 'htree_levels', '1', ''),
('cells_and_area', 'fillCellCount', '411', ''),
('global_routing', 'via_count_of_the_first_global_routing_pass', '95', ''),
('outcome', 'outcome', 'finished clean', ''),
('routing', 'finalWirelength', '351', 'µm'),
('logic_synthesis', 'logic_family', 'simple AND/OR/NAND/NOR gates', ''),
('die', 'die_footprint', '0.00640', 'mm²'),
('flow_run', 'warning_count', '27', ''),
('critical_path', 'worstPathRequired', '960', 'ps'),
('timing', 'timing.final.max_slew_violations', '0', ''),
('timing', 'worst_slack', '84.7', 'ps'),
('critical_path', 'r2r_cells', '2', ''),
('timing', 'final_total_negative_setup_slack', '0', 'ps'),
('cells_and_area', 'postLayoutCellArea', '253', 'µm²'),
('timing', 'final-setup-viol-count', '0', ''),
('place', 'placed_cell_area', '218', 'µm²'),
('logic_synthesis', 'yosys.area_share.simple', '18.8', '%'),
('timing', 'unrepaired_setup_endpoints_after_global_routing', 'no', ''),
('timing', 'tightest_slew', '114', 'ps'),
('logic_synthesis', 'xor_area_share', '14.6', '%'),
('die', 'floorplanUtilization', '3.52', '%'),
('die', 'coreArea', '0.00342', 'mm²'),
('routing', 'antenna_violating_nets_post_route', '0', ''),
('global_routing', 'grt_pass1_wl', '476', 'µm'),
('clock_tree', 'postCtsHoldBufs', '0', ''),
('die', 'die-height', '80', 'µm'),
('routing', 'num_antenna_cells', '0', ''),
('routing', 'route.vias.total', '95', ''),
('critical_path', 'endpoint_kind', 'primary output', ''),
('logic_synthesis', 'ys_cells', '10', ''),
('power_and_ir_drop', 'power_per_cell_area', '1370', 'mW/mm²'),
('logic_synthesis', 'post_synth_fa_ha_maj_area_fraction', '0', '%'),
('critical_path', 'setup.worst_path.start', 'ff3', ''),
('place', 'place.detailed.instances', '60', ''),
('clock_tree', 'root_buffer', 'sky130_fd_sc_hd__clkbuf_4', ''),
('critical_path', 'setup.worst_path.end', 'b', ''),
('clock_tree', 'worst_path_clk_slew', '40', 'ps'),
('routing', 'detail_route.first_pass.iterations', '1', ''),
('logic_synthesis', 'synth_chip_area', '120', 'µm²'),
('critical_path', 'crit_arrival', '880', 'ps'),
('routing', 'avgRoutedWirePerCell', '5.40', 'µm'),
('routing', 'via_per_inst', '1.46', ''),
('logic_synthesis', 'mappedNetlistArea', '120', 'µm²'),
('critical_path', 'critPathKind', 'reg -> out', ''),
('place', 'dp_slack', '5.05', 'ps'),
('routing', 'detail_route.drc_violations', '0', ''),
('place', 'place.port_buffers', '4', ''),
('cells_and_area', 'layout-drive-gt1-share', '26.3', '%'),
('die', 'i_o_pin_count', '6', ''),
('cells_and_area', 'synthesis_to_layout_area_growth', '110', '%'),
('clock_tree', 'maximum_buffer_depth_of_the_clock_tree', '2', ''),
('critical_path', 'crit_path_start_kind', 'flip-flop', ''),
('global_routing', 'gr-total-overflow', '0', ''),
('logic_synthesis', 'synth_cell_types', '5', ''),
('routing', 'detailedRoute.firstIterationViolations', '0', ''),
('flow_run', 'max_cap_violations', '0', ''),
('logic_synthesis', 'yosys.area_share.aoi', '0', '%'),
('power_and_ir_drop', 'static-leakage-power', '0.0893', 'nW'),
('timing', 'fin_worst_skew', '1.37', 'ps');
[cell usage in the layout (no fill, tap or decap)]
cell type,n
sky130_fd_sc_hd__clkdlybuf4s50_1,3
sky130_fd_sc_hd__clkbuf_1,1
sky130_fd_sc_hd__xor2_1,1
sky130_fd_sc_hd__nor2_1,1
sky130_fd_sc_hd__dfxtp_2,1
sky130_fd_sc_hd__xnor2_1,1
sky130_fd_sc_hd__clkdlybuf4s15_1,1
sky130_fd_sc_hd__dfxtp_1,3
sky130_fd_sc_hd__nor2b_1,3
sky130_fd_sc_hd__buf_4,1
sky130_fd_sc_hd__clkbuf_4,3
[cell usage after synthesis (all sizes together)]
cell type / number / share of area (%)
nor2b: 3 / 16
nor2: 1 / 3.1
xor2: 1 / 7.3
xnor2: 1 / 7.3
dfxtp: 4 / 67
[repair_timing]
action                                  CTS  global route
endpoints found under the setup margin    1             1
resized                                   2             1
buffers inserted                          0             1
cloned                                    0             0
[state kept, by name, indices dropped and copies added (netlist names)]
register,cells
ff3,1
ff1,1
ff2,1
toggle_a,1
[where the power goes]
part | internal, mW | leakage (nW) | total [mW] | switching, mW
sequential | 0.142 | 0.0332 | 0.146 | 0.00336
clock | 0.124 | 0.0150 | 0.173 | 0.0488
combinational | 0.0196 | 0.0410 | 0.0260 | 0.00647
[through the flow]
| step | util, % | hold WS (ps) |
|---|---|---|
| floorplan | - | 312 |
| global placement | 6.37 | 428 |
| detailed placement | 6.37 | 432 |
| CTS | 7.14 | 228 |
| global route | 7.40 | 230 |
| finish | 7.40 | 235 |
[how the worst min path moves through the flow]
stage,from,end,slack [ps],cells after the start
4_1_cts,toggle_a,ff1,230,1
5_1_grt,toggle_a,ff1,230,1
6_report,toggle_a,ff1,230,1
[worst max-delay path: stages, from the launching register on]
cell and delay [ps]:
sky130_fd_sc_hd__dfxtp_1 310, sky130_fd_sc_hd__xor2_1 140, sky130_fd_sc_hd__clkdlybuf4s15_1 190
[layer usage]
metal,vias to the layer above,global-route usage [%],share of wire (%)
li1,48,-,-
met1,44,0.798,32
met2,3,1.52,46
met3,0,1.82,21
met4,0,0.352,0
met5,-,0,0
[logic make-up (layout without fill, tap and decap cells)]
kind of cell / after synthesis / in the layout
buffers and inverters: 0 / 9
DFF: 4 / 4
and+or+nand+nor: 4 / 4
xor gates and xnor gates: 2 / 2
[layout make-up]
type | instances | area, µm² | share of cell area, %
clock buffer | 4 | 26.3 | 10.4
sequential | 4 | 81.3 | 32.2
timing repair buffer | 5 | 47.5 | 18.8
multi-input combinational | 6 | 40.0 | 15.8
tap | 46 | 57.6 | 22.8
Power is estimated from default activity; no workload was simulated.
